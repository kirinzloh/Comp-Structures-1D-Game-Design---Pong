### flow/design.v
module ball_5 (
    input clk,
    input rst,
    input [1:0] playing,
    input [3:0] padA,
    input [3:0] padB,
    output reg [3:0] ballX,
    output reg [3:0] ballY
  );
  localparam GAMEON_state = 1'd0;
  localparam GAMESTART_state = 1'd1;
  reg M_state_d, M_state_q = GAMESTART_state;
  reg [22:0] M_counter_d, M_counter_q = 1'h0;
  reg [7:0] M_hitcounter_d, M_hitcounter_q = 1'h0;
  reg [22:0] M_ballspeed_d, M_ballspeed_q = 1'h0;
  reg [3:0] M_ballXtemp_d, M_ballXtemp_q = 1'h0;
  reg [3:0] M_ballYtemp_d, M_ballYtemp_q = 1'h0;
  reg M_directionX_d, M_directionX_q = 1'h0;
  reg M_directionY_d, M_directionY_q = 1'h0;
  always @* begin
    M_state_d = M_state_q;
    M_hitcounter_d = M_hitcounter_q;
    M_ballXtemp_d = M_ballXtemp_q;
    M_ballspeed_d = M_ballspeed_q;
    M_counter_d = M_counter_q;
    M_directionY_d = M_directionY_q;
    M_directionX_d = M_directionX_q;
    M_ballYtemp_d = M_ballYtemp_q;
    ballX = M_ballXtemp_q;
    ballY = M_ballYtemp_q;
    case (M_state_q)
      GAMESTART_state: begin
        M_ballspeed_d = 23'h7a1200;
        M_hitcounter_d = 1'h0;
        M_ballXtemp_d = 4'h8;
        M_ballYtemp_d = 3'h7;
        M_directionX_d = 1'h1;
        M_directionY_d = 1'h1;
        ballX = M_ballXtemp_q;
        ballY = M_ballYtemp_q;
        M_state_d = GAMEON_state;
      end
      GAMEON_state: begin
        M_counter_d = M_counter_q + 1'h1;
        if (M_counter_q >= M_ballspeed_q) begin
          if (playing == 1'h1) begin
            if ((M_ballXtemp_q + 1'h1) == 4'hf && (M_ballYtemp_q < 4'he || M_ballYtemp_q > 1'h1)) begin
              M_directionX_d = 1'h0;
            end
            if ((M_ballXtemp_q - 1'h1) == 1'h0 && (M_ballYtemp_q < 4'he || M_ballYtemp_q > 1'h1)) begin
              M_directionX_d = 1'h1;
            end
            if ((M_ballYtemp_q + 1'h1) == 4'hf) begin
              M_directionY_d = 1'h0;
              M_hitcounter_d = 1'h0;
            end
            if ((M_ballYtemp_q - 1'h1) == 1'h0) begin
              M_directionY_d = 1'h1;
              M_hitcounter_d = 1'h0;
            end
            if ((M_ballYtemp_q - 1'h1) == 1'h1) begin
              if (M_directionX_q == 1'h1) begin
                if ((M_ballXtemp_q + 1'h1) == (padA - 2'h2) && (padA - 2'h2) >= 1'h0) begin
                  M_directionX_d = 1'h0;
                  M_directionY_d = 1'h1;
                  M_hitcounter_d = M_hitcounter_q + 1'h1;
                end else begin
                  if ((M_ballXtemp_q + 1'h1) >= (padA - 1'h1) && (M_ballXtemp_q + 1'h1) <= (padA + 1'h1)) begin
                    M_directionY_d = 1'h1;
                    M_hitcounter_d = M_hitcounter_q + 1'h1;
                  end
                end
              end else begin
                if (M_directionX_q == 1'h0) begin
                  if ((M_ballXtemp_q - 1'h1) >= (padA - 1'h1) && (M_ballXtemp_q - 1'h1) <= (padA + 1'h1)) begin
                    M_directionY_d = 1'h1;
                    M_hitcounter_d = M_hitcounter_q + 1'h1;
                  end else begin
                    if ((M_ballXtemp_q - 1'h1) == (padA + 2'h2) && (padA + 2'h2) <= 4'hf) begin
                      M_directionX_d = 1'h1;
                      M_directionY_d = 1'h1;
                      M_hitcounter_d = M_hitcounter_q + 1'h1;
                    end
                  end
                end
              end
            end else begin
              if ((M_ballYtemp_q + 1'h1) == 4'he) begin
                if (M_directionX_q == 1'h1) begin
                  if ((M_ballXtemp_q + 1'h1) == (padB - 2'h2) && (padB - 2'h2) >= 1'h0) begin
                    M_directionX_d = 1'h0;
                    M_directionY_d = 1'h0;
                    M_hitcounter_d = M_hitcounter_q + 1'h1;
                  end else begin
                    if ((M_ballXtemp_q + 1'h1) >= (padB - 1'h1) && (M_ballXtemp_q + 1'h1) <= (padB + 1'h1)) begin
                      M_directionY_d = 1'h0;
                      M_hitcounter_d = M_hitcounter_q + 1'h1;
                    end
                  end
                end else begin
                  if (M_directionX_q == 1'h0) begin
                    if ((M_ballXtemp_q - 1'h1) >= (padB - 1'h1) && (M_ballXtemp_q - 1'h1) <= (padB + 1'h1)) begin
                      M_directionY_d = 1'h0;
                      M_hitcounter_d = M_hitcounter_q + 1'h1;
                    end else begin
                      if ((M_ballXtemp_q - 1'h1) == (padB + 2'h2) && (padB + 2'h2) <= 4'hf) begin
                        M_directionX_d = 1'h1;
                        M_directionY_d = 1'h0;
                        M_hitcounter_d = M_hitcounter_q + 1'h1;
                      end
                    end
                  end
                end
              end
            end
            if (M_directionX_q == 1'h1) begin
              M_ballXtemp_d = M_ballXtemp_q + 1'h1;
            end else begin
              if (M_directionX_q == 1'h0) begin
                M_ballXtemp_d = M_ballXtemp_q - 1'h1;
              end
            end
            if (M_directionY_q == 1'h1) begin
              M_ballYtemp_d = M_ballYtemp_q + 1'h1;
            end else begin
              if (M_directionY_q == 1'h0) begin
                M_ballYtemp_d = M_ballYtemp_q - 1'h1;
              end
            end
            if (M_hitcounter_q == 1'h0) begin
              M_ballspeed_d = 23'h7a1200;
            end else begin
              if (M_hitcounter_q == 2'h2) begin
                M_ballspeed_d = 22'h3d0900;
              end else begin
                if (M_hitcounter_q >= 3'h4) begin
                  M_ballspeed_d = 22'h2dc6c0;
                end
              end
            end
            ballX = M_ballXtemp_q;
            ballY = M_ballYtemp_q;
            M_counter_d = 1'h0;
          end else begin
            if (playing == 1'h0) begin
              M_state_d = GAMESTART_state;
            end
          end
        end
      end
    endcase
  end
  always @(posedge clk) begin
    if (rst == 1'b1) begin
      M_counter_q <= 1'h0;
      M_hitcounter_q <= 1'h0;
      M_ballspeed_q <= 1'h0;
      M_ballXtemp_q <= 1'h0;
      M_ballYtemp_q <= 1'h0;
      M_directionX_q <= 1'h0;
      M_directionY_q <= 1'h0;
    end else begin
      M_counter_q <= M_counter_d;
      M_hitcounter_q <= M_hitcounter_d;
      M_ballspeed_q <= M_ballspeed_d;
      M_ballXtemp_q <= M_ballXtemp_d;
      M_ballYtemp_q <= M_ballYtemp_d;
      M_directionX_q <= M_directionX_d;
      M_directionY_q <= M_directionY_d;
    end
  end
  always @(posedge clk) begin
    if (rst == 1'b1) begin
      M_state_q <= 1'h1;
    end else begin
      M_state_q <= M_state_d;
    end
  end
endmodule
### flow/run.sh
#!/bin/bash
# OpenROAD 26Q1-2900-gdf79404cd8, Yosys 0.63+post, stock flow scripts
make -C /OpenROAD-flow-scripts/flow DESIGN_CONFIG=/design/flow/config.mk WORK_HOME=/design/flow/orfs finish
### flow/config.mk
export PLATFORM = sky130hd
export DESIGN_NAME = ball_5
export DESIGN_NICKNAME = ball_5
export VERILOG_FILES = /design/flow/design.v
export SDC_FILE = /design/flow/constraint.sdc
export NUM_CORES = 4
export LEC_CHECK = 1
export CORE_UTILIZATION = 40
### flow/constraint.sdc
current_design ball_5

set clk_period 4.3
set clk_io_pct 0.2

create_clock -name clk0 -period $clk_period [get_ports {clk}]

set non_clock_inputs [all_inputs -no_clocks]
set_input_delay [expr $clk_period * $clk_io_pct] -clock clk0 $non_clock_inputs
set_output_delay [expr $clk_period * $clk_io_pct] -clock clk0 [all_outputs]
==> impl_metrics.tcl <==
# metrics dict for downstream scripts
set metrics [dict create \
    crit_path_end_kind "register" \
    gp_congestion 0.817 \
    arrival_ps 3920 \
    chipArea_um2 10900 \
    grt_pass1_wl_mm 14.9 \
    grt.total_usage_pct 16.6 \
    post_drt_wl_per_cell_um 13.3 \
    clock_path_buffers 2 \
    synth_area_per_cell_um2 8.30 \
    cpMostUsedCell "ha_1" \
    pre_cts_ws_ps 336 \
    cp_slowest_stage_delay_ps 540 \
    n_antenna_cell 0 \
    synth_area_um2 4190 \
    clkLatencyLatePin_ps 300 \
    top_area_share_pct 23.4 \
    cts_buffers 5 \
    dieHeight_um 104 \
    postCtsSetupBuffers 0 \
    final_antenna_net_count 0 \
    clock_sinks 49 \
    flop_cell "dfxtp_1" \
    async_flop_share_pct 0 \
    drt_iter0_markers 153 \
    most_common_cell "ha_1" \
    initial_core_util_pct 42.1 \
    yosys-top-cells-area "dfxtp_1 (23%), ha_1 (19%), xnor2_1 (7.1%), a21oi_1 (5.1%), nor2_1 (3.9%)" \
    fmax_ghz 0.271 \
    grt_max_degree 23 \
    ys_cells 505 \
    tool_warnings 41 \
    syn_to_final_growth_pct 9.41 \
    tns_ps 0 \
    cts-htree-levels 2 \
    grt-ovfl-total 0 \
    path_clk_slew_ps 90 \
    clock_skew_ps 14.2 \
    root_buffer "clkbuf_8" \
    portBuffers 19 \
    grt_pass1_vias 3145 \
    vias_per_cell 5.25 \
    hold_buffers 0 \
    numSynthFlops 49 \
    synth_cell_type_count 63 \
    antenna_found_initial 0 \
    hp-class "register to register" \
    cts_resized 0 \
    place_inst 641 \
    num_vias 3406 \
    drv_cap 0 \
    tightest_slew_ps 739 \
    synth-edff-count 0 \
    peakVddDrop_mv 0.149 \
    finalNonFillerCells 649 \
    power_leakage_uw 0.00183 \
    dr.pass1.iters 4 \
    fp.coreArea_um2 9950 \
    cts_tree "yes" \
    status "finished, final reports clean" \
    critPathMaxFanout 10 \
    finalCritPeriodShare_pct 85.8 \
    finalWirelength_mm 8.64 \
    finalCriticalPeriod_ps 3690 \
    top_cells_by_count "ha_1 (64), dfxtp_1 (49), a21oi_1 (43), nor2_1 (43), inv_1 (36)" \
    post-route-drc-count 0 \
    ys_area_um2 4190 \
    critPathLaunchType "input pin" \
    netlist_instances 505 \
    setup_viol 0 \
    postSynthSeqShare_pct 23.4 \
    top_area_cell "dfxtp_1" \
    drive_gt1_share_pct 4.65 \
    ioPinCount 20 \
    p_per_area_nw_per_um2 231 \
    cpMaxStageDelayCell "clkdlybuf4s50_1" \
    slew_viol_final 0 \
    fp.dieW_um 104 \
    fp-row-count 36 \
    synth_warnings 1 \
    finalHoldViolations 0 \
    dp_hpwl_mm 6.53 \
    fin_ws_ps 610 \
    slew-limit-headroom_pct 50.7 \
    path_cells "clkdlybuf4s50_1, inv_1, ha_1, xnor2_1, ha_1, a21o_1, a31oi_1, maj3_2, nor2_4, o311ai_4, o21ai_4, o21ai_2, nand2_1, a21oi_1" \
    worst-endpoint-required_ps 4530 \
    rsz0062_at_grt "false" \
    crit_type "input pin to register" \
]
==> metrics by stage <==
step / cell area, µm² / power, µW / hold WS (ps) / util [%]
finish: 4580 / 1060 / 491 / 46.1
global placement: 4470 / 736 / 466 / 44.9
global route: 4580 / 1130 / 526 / 46.1
floorplan: 4190 / 679 / 451 / -
detailed placement: 4470 / 741 / 485 / 44.9
CTS: 4580 / 1070 / 496 / 46.1
==> layer usage <==
metal	GRT usage, %	part of all wire, %	vias to the layer above
met3	1.91	2.9	5
met1	25.6	51	1569
li1	-	-	1794
met2	26.5	46	38
met5	0	0	-
met4	0.918	0.58	0
==> worst paths after layout <==
kind,cells after the start,slack [ps],startpoint,end
setup / recovery,14,610,padB[1],M_hitcounter_q[4]$_SDFFE_PP0P_
hold / removal,2,490,M_ballspeed_q[17]$_SDFFE_PP0P_,M_ballspeed_q[17]$_SDFFE_PP0P_
setup reg to reg,14,680,M_ballXtemp_q[0]$_SDFFE_PP0P_,M_hitcounter_q[4]$_SDFFE_PP0P_
hold reg to reg,2,490,M_ballspeed_q[17]$_SDFFE_PP0P_,M_ballspeed_q[17]$_SDFFE_PP0P_
==> critical path: cells and delay by family <==
family | cells | cell delay [ps]
buf+inv | 2 | 640
fa+ha+maj | 3 | 730
xor+xnor | 1 | 230
simple gates | 2 | 120
compound gates | 6 | 1330
==> registers in the layout, summed over array words and instances (netlist names) <==
| register | cells |
|---|---|
| M_directionY_q | 1 |
| M_directionX_q | 1 |
| M_counter_q | 23 |
| M_ballYtemp_q | 4 |
| M_hitcounter_q | 8 |
| M_state_q | 1 |
| M_ballXtemp_q | 4 |
| M_ballspeed_q | 7 |
==> placed cells by master, fill, tap and decap left out, types with 6 or more instances in the layout <==
| master | synthesis | final |
|---|---|---|
| a31oi_1 | 6 | 6 |
| nor2b_1 | 10 | 10 |
| nand3_1 | 17 | 17 |
| o21ai_1 | 8 | 9 |
| nor3_1 | 10 | 10 |
| inv_1 | 36 | 36 |
| a21o_1 | 7 | 7 |
| xnor2_1 | 34 | 34 |
| nand4_1 | 7 | 7 |
| and3_1 | 11 | 11 |
| ha_1 | 64 | 64 |
| mux2i_1 | 7 | 7 |
| xor2_1 | 16 | 16 |
| nor2_1 | 43 | 43 |
| o21ai_0 | 17 | 16 |
| dfxtp_1 | 49 | 49 |
| clkdlybuf4s50_1 | 0 | 19 |
| nand2_1 | 34 | 34 |
| a21oi_1 | 43 | 43 |
==> where the power goes <==
part | switching (µW) | internal (µW) | total (µW)
Combinational | 133 | 112 | 245
Clock | 156 | 175 | 331
Sequential | 20.4 | 464 | 485
==> cell type report <==
| type | count | area (µm²) |
|---|---|---|
| Timing Repair Buffer | 21 | 205 |
| Sequential cell | 49 | 981 |
| Fill cell | 952 | 5370 |
| Clock inverter | 2 | 38.8 |
| Inverter | 38 | 143 |
| Tap cell | 133 | 166 |
| Multi-Input combinational cell | 400 | 2980 |
| Clock buffer | 6 | 72.6 |
==> cell families after synthesis <==
logic type,count (synthesis),share of synthesized area [%]
multiplexers,7,1.67
flip-flops,49,23.4
buffers and inverters,56,5.52
AND-OR/OR-AND,110,16.8
AND/OR/NAND/NOR,163,20.5
XOR/XNOR,54,12.5
adder cells (fa/ha/maj),66,19.6
Power is estimated from default activity; no workload was simulated.
