$ cat design/flow/run.sh
#!/bin/bash
# OpenROAD 26Q1-2900-gdf79404cd8, Yosys 0.63+post, stock flow scripts
make -C /OpenROAD-flow-scripts/flow DESIGN_CONFIG=/design/flow/config.mk WORK_HOME=/design/flow/orfs finish
$ cat design/flow/config.mk
export PLATFORM = sky130hd
export DESIGN_NAME = drawing_3
export DESIGN_NICKNAME = drawing_3
export VERILOG_FILES = /design/flow/design.v
export SDC_FILE = /design/flow/constraint.sdc
export NUM_CORES = 4
export LEC_CHECK = 1
export CORE_AREA = 10 10 155 155
export DIE_AREA = 0 0 165 165
$ cat design/flow/constraint.sdc
current_design drawing_3

set clk_period 13.5
set clk_io_pct 0.2

create_clock -name clk0 -period $clk_period

set non_clock_inputs [all_inputs -no_clocks]
set_input_delay [expr $clk_period * $clk_io_pct] -clock clk0 $non_clock_inputs
set_output_delay [expr $clk_period * $clk_io_pct] -clock clk0 [all_outputs]
$ cat design/flow/design.v
module drawing_3 (
    input [3:0] ballX,
    input [3:0] ballY,
    input [15:0] padA,
    input [15:0] padB,
    input [1:0] playing,
    output reg [255:0] pattern
  );
  integer i;
  always @* begin
    if (playing == 1'h1) begin
      for (i = 1'h0; i < 5'h10; i = i + 1) begin
        pattern[(i)*16+15-:16] = 16'hffff;
      end
      pattern[0+15-:16] = ~padA;
      pattern[240+15-:16] = ~padB;
      pattern[(ballY)*16+(ballX)*1+0-:1] = 1'h0;
    end else begin
      if (playing == 2'h2) begin
        pattern = 256'hffffffffff1fffe7ffdfffe7811fafffaf0781ffff07ffdfff5fff07ffffffff;
      end else begin
        if (playing == 2'h3) begin
          pattern = 256'hffffffffff8ffff3ffeffff3808fb6ffb683c9ffff83ffdfffefff83ffffffff;
        end else begin
          pattern = 256'hffffefff1fffe87ffbd598556fc1087ffb494875afc10f7ff8c1ff75ffc1ffff;
        end
      end
    end
  end
endmodule
==> results.txt <==
run metrics: synthesis-to-layout area growth=121.9%, Synth Seq Share=0%, clock share of power=0%, WS Path Type=in2out, setup TNS=0 ps, Max Slew Vio Count=0, Detailed Routing Iterations Pass 1=5, Die Y=165 um, Detailed Route Iter0 Violations=270, Unique cell types=40, Internal=0.00006706 W, initial antenna violation count=0, Comb pwr share=100.0%, layout cell share with drive strength beyond 1=13.42%, Placeable Area=20430 um2, worst-margin pin slew=938.1 ps, Register Area=0 um2, yosys synthesis chip area=2696 um2, Post-CTS Hold Fix Bufs=0, Area after DPL=5983 um2, GRT Overall Usage=16.50%, routability cong.=0.8825, path type of the worst min-delay path=in2out, CP Buf/Inv Count=3, Worst setup SP type=primary input, min-delay src=padA[6], Max Cap Viol=0, CP most frequent cell=clkdlybuf4s50_1, PortBufs=298, sequential share of power=0%, Syn Area/Cell=5.653 um2, Top Ports=298, crit path from=playing[0], PD cells=21.16 nW/um2, synth warn=1, Routed Antenna Nets=0, RSZ-0062 raised after global routing=false, Crit path max-delay family=simple AND/OR/NAND/NOR gates, setup violators final=0, hold path cells=3, area of the die=27230 um2, WL final=24.16 mm, hold path endpoint=pattern[6], slew margin rel.=36.88%, drt wl/cell=24.16 um, Init Core Util=13.20%, tool warnings=32, Max Freq=0.1219 GHz, pin count of the biggest net entering global routing=67, gr ovfl total=0, crit path DRT=10800 ps, critical path's slowest cell=nor4_1, Post-DP HPWL=18.53 mm, fin crit period=8205 ps, vias in the first global route=4558, n_diodes=0, ys cells=477, final instance area=5983 um2, Synth Instances=477, CP endpoint kind=primary output, Die W=165 um, Vias/cell=4.662, maximum vdd drop=0.01083 mV, Std-Cell Rows=52, vias after detailed routing=4662, Sw Pwr=0.00005955 W, Post-Place Setup Slack=5311 ps, max incr delay on CP=960 ps, flip-flops=0, dominant logic cell type in the layout=clkdlybuf4s50_1, most numerous logic cells after layout=clkdlybuf4s50_1, nand2_1, a21oi_1, post-CTS setup buffers=0, post_cts resized=0, crit-path max FO=31, crit path DAT=5510 ps, CP Cell Sequence=clkdlybuf4s50_1 -> buf_4 -> nand2b_2 -> nor4_1 -> nand2_1 -> clkdlybuf4s50_1, Tcrit/Tclk final=60.78%, Setup WS post-layout=5295 ps, Post-Syn Area=2696 um2, Final Hold Fails=0, first-pass GRT wire length=32.99 mm, drc violations=0, status=finished, final reports clean, Switching Share=47.03%, clkbuf count=0, Leak=2.017 nW
power groups by stage:
stage	clock, W	combinational [W]	sequential (W)
final	0	0.000127	0
after global routing	0	0.000137	0
after CTS	0	0.000128	0
kinds of logic after synthesis:
group,Yosys count,synth area share (%)
AND/OR/NAND/NOR,255,57.49
AND-OR/OR-AND,147,29.42
buffers and inverters,75,13.09
worst max-delay path by stage:
stage,endpoint,slack (ps),depth (start not counted)
CTS,pattern[216],5300,6
global route,pattern[72],5140,6
finish,pattern[216],5290,6
area by class of cell:
| class | count | area [um2] |
|---|---|---|
| inverters | 2 | 7.507 |
| fillers | 2246 | 14450 |
| multi-input cells | 402 | 2450 |
| well taps | 270 | 337.8 |
| repair buffers | 326 | 3188 |
worst min-delay path: cells and delay by family:
family	cells	cell delay (ps)
AOI/OAI and AO/OA	1	70
buffers and inverters	2	840
per-stage QoR:
step	hold slack [ps]	std cells	power [W]	util (%)
5_1_grt	6350	1000	0.0001373	29.29
6_report	6320	1000	0.0001266	29.29
3_5_place_dp	6328	1000	0.0001275	29.29
2_1_floorplan	5435	477	0.00004513	-
4_1_cts	6328	1000	0.0001283	29.29
3_3_place_gp	6331	1000	0.0001277	29.29
synthesized netlist by cell type (all sizes together):
cell type / instances / area share (%)
nand4: 2 / 0.46
clkbuf: 29 / 4.1
and4: 1 / 0.32
nand2: 118 / 17
a22oi: 9 / 2.5
nand4b: 1 / 0.32
nor2: 17 / 2.5
or2: 32 / 7.4
nor2b: 1 / 0.23
o21ai: 27 / 5.0
nor3b: 1 / 0.28
and4b: 3 / 1.1
and4bb: 5 / 2.3
nor3: 28 / 7.8
nor4b: 8 / 6.1
or4: 1 / 0.28
and2: 3 / 0.70
inv: 2 / 0.28
nand2b: 6 / 1.6
nand3: 9 / 1.7
a21o: 9 / 2.5
buf: 44 / 8.7
or4b: 4 / 1.5
a21oi: 92 / 17
nor4: 9 / 4.1
a31oi: 10 / 2.3
nor4bb: 6 / 2.2
layer usage:
metal | routed length, um | global-route usage, % | share of wire, %
met2 | 11490 | 28.43 | 48
met1 | 9322 | 19.35 | 39
met3 | 2669 | 5.307 | 11
met4 | 682 | 4.066 | 2.8
met5 | 0 | 0 | 0
Power is estimated from default activity; no workload was simulated.
