==> design/flow/design.v <==
module adder_28 (
    input [5:0] alufn,
    input [7:0] a,
    input [7:0] b,
    output reg [7:0] sum_output,
    output reg z,
    output reg v,
    output reg n,
    output reg sub_overflow
  );
  reg [8:0] sum;
  reg [8:0] sub_sum;
  always @* begin
    case (alufn[0+1-:2])
      2'h0: begin
        sub_sum = a - b;
        sum = a + b;
      end
      2'h1: begin
        sub_sum = a - b;
        sum = a - b;
      end
      2'h2: begin
        sub_sum = a - b;
        sum = a * b;
      end
      2'h3: begin
        sub_sum = a - b;
        sum = a - (a / b * b);
      end
      default: begin
        sub_sum = a - b;
        sum = a + b;
      end
    endcase
    sum_output = sum[0+7-:8];
    sub_overflow = (a[7+0-:1] & ~b[7+0-:1] & (~sub_sum[7+0-:1])) | ((~a[7+0-:1]) & (b[7+0-:1]) & sub_sum[7+0-:1]);
    v = (a[7+0-:1] & b[7+0-:1] & (~sum[7+0-:1])) | ((~a[7+0-:1]) & (~b[7+0-:1]) & sum[7+0-:1]);
    n = sub_sum[7+0-:1];
    z = (~|sub_sum);
  end
endmodule
module alu_18 (
    input [5:0] alufn,
    input [7:0] a,
    input [7:0] b,
    output reg sub_overflow,
    output reg z,
    output reg v,
    output reg n,
    output reg [7:0] alu_output
  );
  wire [8-1:0] M_adder_sum_output;
  wire [1-1:0] M_adder_z;
  wire [1-1:0] M_adder_v;
  wire [1-1:0] M_adder_n;
  wire [1-1:0] M_adder_sub_overflow;
  reg [6-1:0] M_adder_alufn;
  reg [8-1:0] M_adder_a;
  reg [8-1:0] M_adder_b;
  adder_28 adder (
    .alufn(M_adder_alufn),
    .a(M_adder_a),
    .b(M_adder_b),
    .sum_output(M_adder_sum_output),
    .z(M_adder_z),
    .v(M_adder_v),
    .n(M_adder_n),
    .sub_overflow(M_adder_sub_overflow)
  );
  wire [8-1:0] M_compare_cmp_output;
  reg [6-1:0] M_compare_alufn;
  reg [1-1:0] M_compare_z;
  reg [1-1:0] M_compare_sub_overflow;
  reg [1-1:0] M_compare_n;
  compare_29 compare (
    .alufn(M_compare_alufn),
    .z(M_compare_z),
    .sub_overflow(M_compare_sub_overflow),
    .n(M_compare_n),
    .cmp_output(M_compare_cmp_output)
  );
  wire [8-1:0] M_boolean_boole_output;
  reg [6-1:0] M_boolean_alufn;
  reg [8-1:0] M_boolean_a;
  reg [8-1:0] M_boolean_b;
  boolean_30 boolean (
    .alufn(M_boolean_alufn),
    .a(M_boolean_a),
    .b(M_boolean_b),
    .boole_output(M_boolean_boole_output)
  );
  wire [8-1:0] M_shifter_shift_output;
  reg [6-1:0] M_shifter_alufn;
  reg [8-1:0] M_shifter_a;
  reg [8-1:0] M_shifter_b;
  shifter_31 shifter (
    .alufn(M_shifter_alufn),
    .a(M_shifter_a),
    .b(M_shifter_b),
    .shift_output(M_shifter_shift_output)
  );
  always @* begin
    M_adder_a = a;
    M_adder_b = b;
    M_adder_alufn = alufn;
    M_compare_z = M_adder_z;
    M_compare_sub_overflow = M_adder_sub_overflow;
    M_compare_n = M_adder_n;
    M_compare_alufn = alufn;
    M_boolean_a = a;
    M_boolean_b = b;
    M_boolean_alufn = alufn;
    M_shifter_a = a;
    M_shifter_b = b;
    M_shifter_alufn = alufn;
    sub_overflow = M_adder_sub_overflow;
    z = M_adder_z;
    v = M_adder_v;
    n = M_adder_n;
    case (alufn[4+1-:2])
      2'h0: begin
        alu_output = M_adder_sum_output;
      end
      2'h1: begin
        alu_output = M_boolean_boole_output;
      end
      2'h2: begin
        alu_output = M_shifter_shift_output;
      end
      2'h3: begin
        alu_output = M_compare_cmp_output;
      end
      default: begin
        alu_output = 8'h00;
      end
    endcase
  end
endmodule
module boolean_30 (
    input [5:0] alufn,
    input [7:0] a,
    input [7:0] b,
    output reg [7:0] boole_output
  );
  always @* begin
    case (alufn[0+3-:4])
      4'h8: begin
        boole_output[0+7-:8] = a[0+7-:8] & b[0+7-:8];
      end
      4'he: begin
        boole_output[0+7-:8] = a[0+7-:8] | b[0+7-:8];
      end
      4'h6: begin
        boole_output[0+7-:8] = a[0+7-:8] ^ b[0+7-:8];
      end
      4'ha: begin
        boole_output[0+7-:8] = a[0+7-:8];
      end
      4'h5: begin
        boole_output[0+7-:8] = ~a[0+7-:8];
      end
      4'h3: begin
        boole_output[0+7-:8] = ~b[0+7-:8];
      end
      4'h1: begin
        boole_output[0+7-:8] = ~(a[0+7-:8] | b[0+7-:8]);
      end
      4'h7: begin
        boole_output[0+7-:8] = ~(a[0+7-:8] & b[0+7-:8]);
      end
      4'h9: begin
        boole_output[0+7-:8] = ~(a[0+7-:8] & b[0+7-:8]) | (a[0+7-:8] & b[0+7-:8]);
      end
      default: begin
        boole_output[0+7-:8] = a[0+7-:8];
      end
    endcase
  end
endmodule
module compare_29 (
    input [5:0] alufn,
    input z,
    input sub_overflow,
    input n,
    output reg [7:0] cmp_output
  );
  reg cmp;
  always @* begin
    case (alufn[1+1-:2])
      2'h1: begin
        cmp = z;
      end
      2'h2: begin
        cmp = n ^ sub_overflow;
      end
      2'h3: begin
        cmp = z | (n ^ sub_overflow);
      end
      default: begin
        cmp = 1'h0;
      end
    endcase
    cmp_output[0+0-:1] = cmp;
    cmp_output[1+6-:7] = 7'h00;
  end
endmodule
module score_8 (
    input clk,
    input rst,
    input [1:0] playing,
    input [3:0] ballY,
    output reg [7:0] scoreA,
    output reg [7:0] scoreB
  );
  localparam GAMEON_state = 1'd0;
  localparam GAMESTART_state = 1'd1;
  reg M_state_d, M_state_q = GAMESTART_state;
  reg [7:0] M_scoreAtemp_d, M_scoreAtemp_q = 1'h0;
  reg [7:0] M_scoreBtemp_d, M_scoreBtemp_q = 1'h0;
  reg [7:0] alu_output;
  wire [1-1:0] M_alu_sub_overflow;
  wire [1-1:0] M_alu_z;
  wire [1-1:0] M_alu_v;
  wire [1-1:0] M_alu_n;
  wire [8-1:0] M_alu_alu_output;
  reg [6-1:0] M_alu_alufn;
  reg [8-1:0] M_alu_a;
  reg [8-1:0] M_alu_b;
  alu_18 alu (
    .alufn(M_alu_alufn),
    .a(M_alu_a),
    .b(M_alu_b),
    .sub_overflow(M_alu_sub_overflow),
    .z(M_alu_z),
    .v(M_alu_v),
    .n(M_alu_n),
    .alu_output(M_alu_alu_output)
  );
  always @* begin
    M_state_d = M_state_q;
    M_scoreAtemp_d = M_scoreAtemp_q;
    M_scoreBtemp_d = M_scoreBtemp_q;
    scoreA = M_scoreAtemp_q;
    scoreB = M_scoreBtemp_q;
    M_alu_alufn = 6'h00;
    M_alu_a = M_scoreAtemp_q;
    M_alu_b = 8'h01;
    alu_output = M_alu_alu_output;
    case (M_state_q)
      GAMESTART_state: begin
        M_scoreAtemp_d = 8'h00;
        M_scoreBtemp_d = 8'h00;
        M_state_d = GAMEON_state;
      end
      GAMEON_state: begin
        if (playing == 1'h1) begin
          if (ballY == 1'h0) begin
            M_alu_alufn = 6'h00;
            M_alu_a = M_scoreBtemp_q;
            M_alu_b = 8'h01;
            alu_output = M_alu_alu_output;
            M_scoreBtemp_d = alu_output;
            scoreB = M_scoreBtemp_q;
          end else begin
            if (ballY == 4'hf) begin
              M_alu_alufn = 6'h00;
              M_alu_a = M_scoreAtemp_q;
              M_alu_b = 8'h01;
              alu_output = M_alu_alu_output;
              M_scoreAtemp_d = alu_output;
              scoreA = M_scoreAtemp_q;
            end
          end
        end else begin
          if (playing == 1'h0) begin
            M_state_d = GAMESTART_state;
          end
        end
      end
    endcase
  end
  always @(posedge clk) begin
    if (rst == 1'b1) begin
      M_scoreAtemp_q <= 1'h0;
      M_scoreBtemp_q <= 1'h0;
    end else begin
      M_scoreAtemp_q <= M_scoreAtemp_d;
      M_scoreBtemp_q <= M_scoreBtemp_d;
    end
  end
  always @(posedge clk) begin
    if (rst == 1'b1) begin
      M_state_q <= 1'h1;
    end else begin
      M_state_q <= M_state_d;
    end
  end
endmodule
module shifter_31 (
    input [5:0] alufn,
    input [7:0] a,
    input [7:0] b,
    output reg [7:0] shift_output
  );
  always @* begin
    case (alufn[0+1-:2])
      2'h0: begin
        shift_output = a << b[0+2-:3];
      end
      2'h1: begin
        shift_output = a >> b[0+2-:3];
      end
      2'h3: begin
        shift_output = $signed(a) >>> b[0+2-:3];
      end
      default: begin
        shift_output = a;
      end
    endcase
  end
endmodule
==> design/flow/run.sh <==
#!/bin/bash
# OpenROAD 26Q1-2900-gdf79404cd8, Yosys 0.63+post, stock flow scripts
make -C /OpenROAD-flow-scripts/flow DESIGN_CONFIG=/design/flow/config.mk WORK_HOME=/design/flow/orfs finish
==> design/flow/config.mk <==
export PLATFORM = sky130hd
export DESIGN_NAME = score_8
export DESIGN_NICKNAME = score_8
export VERILOG_FILES = /design/flow/design.v
export SDC_FILE = /design/flow/constraint.sdc
export NUM_CORES = 4
export LEC_CHECK = 1
export CORE_AREA = 10 10 81 81
export DIE_AREA = 0 0 91 91
==> design/flow/constraint.sdc <==
current_design score_8

set clk_period 4.7
set clk_io_pct 0.2

create_clock -name clk0 -period $clk_period [get_ports {clk}]

set non_clock_inputs [all_inputs -no_clocks]
set_input_delay [expr $clk_period * $clk_io_pct] -clock clk0 $non_clock_inputs
set_output_delay [expr $clk_period * $clk_io_pct] -clock clk0 [all_outputs]
==> results_slide.txt <==
Run Summary

Drt
  – First-pass iteration count of the detailed router: 4
  – Number of routed nets with antenna violations: 0
  – Via density: 4.14
  – Initial detailed-routing violation count: 67
  – Total inserted antenna cells: 0
  – Vias after detailed routing: 819
  – Average routed wire per standard cell: 12.0 um
  – DRC violation count after routing: 0
  – Routed WL: 2.38 mm

Global routing
  – GR Util met2: 0.0973
  – Met3 Track Usage GR: 0.0232
  – Overall track demand over capacity in global routing: 0.0609
  – First-pass GRT wire length: 4.25 mm
  – Number of global-route vias before repair: 855
  – GRT overflow: 0
  – Highest-utilization routing layer at the global route stage: met2
  – Met1 usage: 0.0789
  – Largest net degree at the start of global routing: 17
  – Initial antenna violation count: 0

Synth
  – Total cell area reported by yosys after synthesis: 888 um2
  – Number of flip-flops and latches in the synthesized netlist: 17
  – Synthesized area divided by synthesized cell count: 8.23 um2
  – Number of different library cells in the post-synthesis netlist: 32
  – Xor and xnor area share after synthesis: 0.0690
  – Basic-gate share of the synthesized area counting and, or, nand and nor cells: 0.346
  – Tally of yosys warning messages: 6
  – Fraction of the mapped netlist area in compound gates: 0.118
  – Sequential area share after synthesis: 0.383
  – Adder Area Share: 0.0141
  – Area fraction in mux cells: 0.0479
  – Comb area leader: simple AND/OR/NAND/NOR gates
  – Cell area after synthesis: 888 um2
  – Cell count in the Yosys report: 108
  – Gate count after technology mapping: 108

Floorplan
  – Overall die width: 91 um
  – Chip area: 8280 um2
  – Floorplan-stage core utilization: 0.184
  – Total number of placement rows: 25
  – Io pins: 24
  – Overall die height: 91 um
  – Core Box Area: 4820 um2

Clocking
  – Clock buffers created by TritonCTS: 3
  – Number of setup buffers added after CTS: 0
  – Clk sink count: 17
  – Clock tree root driver cell: sky130_fd_sc_hd__clkbuf_8
  – Maximum buffer depth of the clock tree: 2
  – Deepest level of the CTS H-tree: 1
  – Count of cells resized by post-cts repair: 0
  – TritonCTS clock tree: yes
  – Worst-skew pair later-pin latency: 250 ps
  – Clock input transition at the sequential cells of the worst setup and hold paths: 60 ps
  – Post-CTS Hold Fix Bufs: 0

Pwr
  – Peak ir drop on the vdd network: 90.9 uV
  – Total Power: 0.000268 W
  – Cell area power density: 217 nW/um2
  – Cell leakage power: 0.388 nW

Cells and area
  – Fraction of final layout cells with drive strength greater than 1: 0.0763
  – Dominant logic cell type in the layout: sky130_fd_sc_hd__clkdlybuf4s50_1
  – Highest-count cells in the layout ignoring fill and taps: 23 x sky130_fd_sc_hd__clkdlybuf4s50_1, 17 x sky130_fd_sc_hd__dfxtp_1, 14 x sky130_fd_sc_hd__nor2_1
  – Synth-to-Final Area Change: 38.7%
  – Utilization of the core after routing: 0.256
  – Fillcell total: 543

STA
  – Setup ws final: 1520 ps
  – Transition time at the pin with the least slew margin: 541 ps
  – Portion of the clock cycle consumed by the worst path in the final layout: 0.677
  – Final hold slack: 481 ps
  – Post-layout min period: 3180 ps
  – Final setup viols: 0
  – Final TNS setup: 0 ps
  – Setup repair after global routing missed its margin: no
  – Relative slew slack: 0.638
  – Endpoints failing hold: 0
  – Timing-limited maximum frequency: 314 MHz
  – Max-slew violation count: 0
  – Worst Skew: 0.811 ps

Outcome
  – Status: completed

Worst hold path
  – Hold/Removal Path Class: flip-flop to flip-flop
  – Worst Min Path Start: M_scoreAtemp_q[7]$_SDFFE_PP0P_

Critical path
  – Nature of the critical path endpoint: flip-flop
  – Startpoint of the worst setup timing path: playing[1]
  – R2r setup slk: 2450 ps
  – Category of the worst setup path launch point: input port
  – Highest net fanout along the worst path: 8
  – CP Class: input port to flip-flop
  – Required @ worst endpoint: 4880 ps
  – FF-to-FF Start: M_state_q$_SDFF_PP1_
  – Worst endpoint data arrival time: 3360 ps

Placed design
  – Total half-perimeter wirelength after legalization and detailed placement: 1.89 mm
  – Post-Place Worst Slack: 1280 ps
  – Final weighted congestion in routability-driven placement: 0.844
  – Number of input and output port buffers inserted: 23

Flow run
  – Max-cap violation count: 0
  – Log Warnings: 25
cell families (layout without fill, tap and decap cells):
kind of cell,Yosys count,in the layout
AOI/OAI and AO/OA,18,18
xor gates and xnor gates,7,7
adders and majority gates,1,1
buffers and inverters,5,28
DFF,17,17
muxes,4,4
and+or+nand+nor,56,56
where the power goes:
| group | internal [W] | switching, W |
|---|---|---|
| registers | 0.000145 | 0.000000856 |
| clock network | 0.0000600 | 0.0000473 |
| logic | 0.00000794 | 0.00000715 |
| total | 0.000213 | 0.0000553 |
metal layers:
| metal | part of all wire | vias up |
|---|---|---|
| met5 | 0 | - |
| met3 | 0.079 | 2 |
| met1 | 0.45 | 364 |
| li1 | - | 434 |
| met4 | 0.0059 | 0 |
| met2 | 0.46 | 19 |
area by class of cell:
class                      instances  area, um2  area share
tap                               67       83.8      0.0680
sequential                        17        340       0.276
clock buffer                       4       45.0      0.0365
timing repair buffer              23        230       0.187
multi-input combinational         86        529       0.429
inverter                           1       3.75     0.00305
synthesized netlist by cell type:
cell type	n	area, um2
sky130_fd_sc_hd__nand3_1	8	40.0
sky130_fd_sc_hd__or2_0	1	6.26
sky130_fd_sc_hd__o21ai_1	1	5.00
sky130_fd_sc_hd__a21o_1	1	7.51
sky130_fd_sc_hd__inv_1	1	3.75
sky130_fd_sc_hd__nor2b_1	2	12.5
sky130_fd_sc_hd__a21oi_2	1	8.76
sky130_fd_sc_hd__mux2_2	2	22.5
sky130_fd_sc_hd__or4b_4	1	13.8
sky130_fd_sc_hd__or2_2	2	12.5
sky130_fd_sc_hd__a32o_1	1	10.0
sky130_fd_sc_hd__mux2i_1	2	20.0
sky130_fd_sc_hd__nand2_1	8	30.0
sky130_fd_sc_hd__a21oi_1	6	30.0
sky130_fd_sc_hd__xnor2_1	3	26.3
sky130_fd_sc_hd__nor3_1	3	15.0
sky130_fd_sc_hd__nor2_8	1	20.0
sky130_fd_sc_hd__dfxtp_1	17	340
sky130_fd_sc_hd__nor4_1	1	6.26
sky130_fd_sc_hd__a32oi_1	1	8.76
sky130_fd_sc_hd__or3_1	3	18.8
sky130_fd_sc_hd__nor2_1	14	52.6
sky130_fd_sc_hd__clkbuf_1	4	15.0
sky130_fd_sc_hd__and4b_1	1	10.0
sky130_fd_sc_hd__nand4_1	6	37.5
sky130_fd_sc_hd__nand2b_1	1	6.26
sky130_fd_sc_hd__and3_1	2	12.5
sky130_fd_sc_hd__ha_1	1	12.5
sky130_fd_sc_hd__xor2_1	4	35.0
sky130_fd_sc_hd__or4_1	1	7.51
sky130_fd_sc_hd__and2_1	1	6.26
sky130_fd_sc_hd__o21ai_0	7	35.0
critical path, cell delays in order:
cell and delay (ps):
sky130_fd_sc_hd__clkdlybuf4s50_1 450, sky130_fd_sc_hd__or4b_4 600, sky130_fd_sc_hd__nor2_8 190, sky130_fd_sc_hd__mux2_2 350, sky130_fd_sc_hd__ha_1 280, sky130_fd_sc_hd__nand4_1 140, sky130_fd_sc_hd__mux2i_1 110, sky130_fd_sc_hd__a21o_1 190
sky130_fd_sc_hd__a21oi_1 110
metrics by stage:
step / cells / instance area, um2
floorplan: 108 / 888
global placement: 194 / 1190
detailed placement: 194 / 1190
CTS: 198 / 1230
global route: 198 / 1230
finish: 198 / 1230
sequential cells by signal (all words and copies together), names as in the netlist:
| register | flops |
|---|---|
| M_scoreAtemp_q | 8 |
| M_scoreBtemp_q | 8 |
| M_state_q | 1 |
final timing paths:
check | end | cells past startpoint
hold reg to reg | M_scoreAtemp_q[7]$_SDFFE_PP0P_ | 2
setup reg to reg | M_scoreBtemp_q[6]$_SDFFE_PP0P_ | 8
hold / removal | M_scoreAtemp_q[7]$_SDFFE_PP0P_ | 2
setup / recovery | M_scoreBtemp_q[6]$_SDFFE_PP0P_ | 9
Power is estimated from default activity; no workload was simulated.
